**flow/run.sh**
```bash
#!/bin/bash
# OpenROAD 26Q1-2900-gdf79404cd8, Yosys 0.63+post, stock flow scripts
make -C /OpenROAD-flow-scripts/flow DESIGN_CONFIG=/design/flow/config.mk WORK_HOME=/design/flow/orfs finish
```
**flow/config.mk**
```make
export PLATFORM = sky130hd
export DESIGN_NAME = wishbone
export DESIGN_NICKNAME = wishbone
export VERILOG_FILES = /design/flow/design.v
export SDC_FILE = /design/flow/constraint.sdc
export NUM_CORES = 4
export LEC_CHECK = 1
export CORE_AREA = 10 10 70 70
export DIE_AREA = 0 0 80 80
```
**flow/design.v**
```verilog
`default_nettype none
`timescale 1ns/1ps
module wishbone(input clk,
                input cyc,   
                input stb,   
                input we,   
                input addr,    
                input [31:0] i_data,  
                output stall,  
                output reg ack,    
                output  [31:0] o_data,    
                output reg [5:0] led
                );
  wire busy;
  reg [3:0] state;
  wire unused;
  assign unused = &{1'b0, cyc, addr, i_data};
  initial state = 0;
  initial ack = 1'b0;
  always @ (posedge clk) begin
    ack <= stb && !stall;
  end
  always @ (posedge clk) begin
    if(stb && we && !busy)
      state <= 4'h1;
    else if (state >= 4'hb)
      state <= 4'h0;
    else if (state != 0)
      state <= state + 1'b1;
    case(state)
    4'h1: led <= 6'h01;
    4'h2: led <= 6'h02;
    4'h3: led <= 6'h04;
    4'h4: led <= 6'h08;
    4'h5: led <= 6'h10;
    4'h6: led <= 6'h20;
    4'h7: led <= 6'h10;
    4'h8: led <= 6'h08;
    4'h9: led <= 6'h04;
    4'ha: led <= 6'h02;
    4'hb: led <= 6'h01;
    default: led <= 6'h0;
    endcase
  end
  assign busy = (state != 0);
  assign stall = busy && we;
  assign o_data = {28'h0, state};
endmodule
```
**flow/constraint.sdc**
```tcl
current_design wishbone

set clk_period 1.4
set clk_io_pct 0.2

create_clock -name clk0 -period $clk_period [get_ports {clk}]

set non_clock_inputs [all_inputs -no_clocks]
set_input_delay [expr $clk_period * $clk_io_pct] -clock clk0 $non_clock_inputs
set_output_delay [expr $clk_period * $clk_io_pct] -clock clk0 [all_outputs]
```
==> PnR_summary.wiki <==
== Flow metrics ==
{| class="wikitable"
! Metric !! Value
|-
| Crit path arrival time || between 1 and 1.5 ns
|-
| Number of remaining DRC errors || 0
|-
| Drt via density || 3.04
|-
| Prevailing logic family in the synthesized netlist || buffers and inverters
|-
| Die area || about 6400 sq um
|-
| CP endpoint kind || output pin
|-
| Ao+oa area frac || 11.3%
|-
| Count of nets left with antenna violations after detail routing || 0
|-
| Yosys cell count || 74
|-
| Distinct lib cells || 24
|-
| Max Freq || 698 MHz
|-
| Type of element launching the critical path || flip-flop
|-
| Post-route non-filler standard cell count || 150
|-
| Cells along the critical path || clkdlybuf4s50_1
|-
| Static leakage || between 0.4 and 0.5 nW
|-
| Total track usage || about 4.6%
|-
| Area share of xor/xnor cells in the synthesized design || 0%
|-
| Switch Pwr || between 0.0005 and 0.0006 W
|-
| CTS Buf Count || 3
|-
| Die boundary height || 80 um
|-
| Count of standard-cell rows || 21
|-
| Net switching fraction of the power || 30.6%
|-
| Dominant cell by count in the synthesized netlist || buf_4
|-
| Type of the worst min-delay path || flip-flop to flip-flop
|-
| Setup clock skew after layout || 0.00325 ns
|-
| Width of the die || 80 um
|-
| Number of storage elements in the synthesis netlist || 11
|-
| Placement Cell Area || 831 sq um
|-
| Most area-hungry cell type in the Yosys netlist || dfxtp_1
|-
| Area fraction in and, or, nand and nor cells || about an eighth
|-
| Summed instance area of the synthesized netlist || between 600 and 700 sq um
|-
| Floorplan-stage core utilization || 20.1%
|-
| Tool Warnings || 64
|-
| Average cell area after synthesis || 9.28 sq um
|-
| Failing checks || setup timing
|-
| Adder and majority gate portion of the synthesized area || 9.11%
|-
| Clock share of power || 12.0%
|-
| Final tally of max-slew violations || 0
|-
| Fraction of layout instances using a drive strength above 1 || roughly 30%
|-
| Worst voltage drop across the vdd grid || 0.000614 V
|-
| Hold Slack || approximately 0.5 ns
|-
| Antenna Diode Count || 0
|-
| Via count of the first global-routing pass || approximately 510
|-
| Final weighted congestion in routability-driven placement || 0.846
|-
| Setup Crit Path Kind || flip-flop to output pin
|-
| Clock slew at reported path FFs || 0.06 ns
|-
| Post-cts hold-fix buffer tally || 0
|-
| Average wire length per cell after detail routing || 10.2 um
|-
| Master cell of the clock root buffer || clkbuf_4
|-
| Finished Cell Area || 917 sq um
|-
| Max stage delay cell, worst path || clkdlybuf4s50_1
|-
| Design Power || 0.00167 W
|-
| TritonCTS clock tree || done
|-
| Fillers || 374
|-
| Via count || 456
|-
| Core region area || 3420 sq um
|-
| Fraction of registers with async set/reset || 0%
|-
| Largest net degree at the start of global routing || 7
|-
| CTS H-tree depth || 1
|-
| Top cells, area || dfxtp_1 32%, buf_4 31%, ha_1 9.1%
|-
| Internal || 0.00116 W
|-
| Final worst slack || -0.0331 ns
|-
| Max-capacitance violation count || 0
|-
| Total negative slack || -0.0660 ns
|-
| Data required, critical path || 1.12 ns
|-
| Number of optimization iterations in the first detailed-route pass || 4
|-
| Pwr dens || 1820 nW/um^2
|-
| Final hold violation count || 0
|-
| Syn. warnings || 1
|-
| Proportion of synthesized area in mux cells || 0%
|-
| CTS Buffer Depth || 2
|-
| Number of enable-type register cells in the synthesized netlist || 0
|-
| Relative area change from synthesis to final layout || 33.5%
|-
| Port Buf Inserts || 14
|-
| Total I/O pin count || 77
|-
| Synth top cells by count || 28 x buf_4, 11 x dfxtp_1, 5 x ha_1
|-
| Min cycle time layout || 1.43 ns
|-
| Insertion delay at the late pin of the worst-skew pair || 0.26 ns
|-
| Critical path's largest stage delay || 0.50 ns
|-
| Overflow left after global routing || 0
|-
| Final period utilization || 102%
|-
| Number of instances in the synthesized netlist || approximately 74
|-
| Buffers plus inverters on the worst setup path || 1
|-
| Setup repair after global routing missed its margin || true
|-
| Global-route wire length before repair || 2370 um
|-
| Final setup violation count || 2
|-
| Relative contribution of combinational cells to total power || 58.5%
|-
| Sequential power share || 29.5%
|-
| Post-synth seq share || 32.1%
|-
| Crit-path leading delay family || buffers and inverters
|-
| Run status || finished, violations left
|-
| Number of clock sinks || 11
|-
| Number of DRC markers after the initial detailed-route iteration || 20
|-
| Number of placed instances with taps included || 140
|-
| Top_reg_cell synth || dfxtp_1
|-
| Final routed wirelength across all metal layers || 1530 um
|-
| Largest fanout on the critical path || 4
|-
| Antenna violations before repair || 0
|-
| Top cell area share || approximately 32%
|-
| Total cell area reported by yosys after synthesis || 687 sq um
|-
| Detail Placement HPWL || 1200 um
|}
## final timing paths
| path | startpoint | endpoint | slack [ns] | cells past startpoint |
|---|---|---|---|---|
| max | state[2]$_SDFFE_PP0P_ | o_data[2] | -0.03 | 1 |
| max reg2reg | state[0]$_SDFFE_PP1P_ | state[1]$_SDFFE_PP0P_ | 0.10 | 7 |
| min reg2reg | state[2]$_SDFFE_PP0P_ | state[0]$_SDFFE_PP1P_ | 0.51 | 1 |
| min | state[2]$_SDFFE_PP0P_ | state[0]$_SDFFE_PP1P_ | 0.51 | 1 |
## stage by stage
stage,util (%),setup slack (ns)
floorplan,-,0.191
global placement,24.3,-0.259
detailed placement,24.3,-0.262
CTS,26.4,-0.0568
global route,26.8,-0.0903
finish,26.8,-0.0331
## final cells by class
type / count / area (sq um) / share of cell area, %
multi-input cells: 56 / 347 / 37.8
repair buffers: 28 / 244 / 26.6
flip-flops and latches: 11 / 224 / 24.4
well taps: 46 / 57.6 / 6.28
clock buffers: 4 / 26.3 / 2.86
inverters: 5 / 18.8 / 2.05
## metal layers
metal / wire [um] / GRT usage [%]
met5: 0 / 0
met2: 693 / 7.14
met3: 169 / 2.95
met1: 663 / 5.48
met4: 0 / 0.176
## cell usage in the layout, fill, tap and decap left out
master	count
conb_1	28
buf_4	12
clkdlybuf4s50_1	10
dfxtp_1	8
ha_1	4
inv_2	3
nand3_1	3
o21ai_0	3
nor2b_1	3
clkbuf_4	3
dlygate4sd2_1	3
dfxtp_2	3
inv_1	2
buf_6	2
nand2b_2	1
nand2_1	1
a21boi_0	1
and2b_2	1
nand2b_4	1
o21a_1	1
o2bb2ai_2	1
a21oi_2	1
a22o_1	1
and3_2	1
nor3b_1	1
a31oi_1	1
o32ai_1	1
nor3_1	1
ha_4	1
clkbuf_1	1
buf_2	1
## flip-flops by register name, indices dropped and copies added, names as in the netlist
register and cells:
ack 1, state 4, led 6
## logic make-up (layout without fill, tap and decap cells)
kind of cell    count (synthesis)  count (layout)
buf+inv                        34              37
compound gates                 10              10
fa+ha+maj                       5               5
flops                          11              11
simple gates                   13              13
other cells                     1              28
## power groups by stage
stage	Clock [W]	Combinational (W)	Sequential [W]
finish	0.000200	0.000978	0.000494
global route	0.000225	0.00110	0.000507
CTS	0.000209	0.000939	0.000494
## timing repair
item                                    CTS  global route
pin swaps                                 2             2
gates resized                            15             0
endpoints found under the setup margin    5             2
buffers inserted                          4             2
Power figures rest on the tool's default switching activity, not on a simulated workload.
