$ cat flow/config.mk
export PLATFORM = sky130hd
export DESIGN_NAME = strobe
export DESIGN_NICKNAME = strobe
export VERILOG_FILES = /design/flow/design.v
export SDC_FILE = /design/flow/constraint.sdc
export NUM_CORES = 4
export LEC_CHECK = 1
export CORE_AREA = 10 10 107 107
export DIE_AREA = 0 0 117 117
$ cat flow/design.v
module strobe(input clk,
              output led);
  reg [26:0] counter;
  always @ (posedge clk)
    counter <= counter + 1'b1;
  assign led = &counter[26:24];
endmodule
$ cat flow/constraint.sdc
current_design strobe

set clk_period 6.3
set clk_io_pct 0.2

create_clock -name clk0 -period $clk_period [get_ports {clk}]

set non_clock_inputs [all_inputs -no_clocks]
set_input_delay [expr $clk_period * $clk_io_pct] -clock clk0 $non_clock_inputs
set_output_delay [expr $clk_period * $clk_io_pct] -clock clk0 [all_outputs]
$ cat flow/run.sh
#!/bin/bash
# OpenROAD 26Q1-2900-gdf79404cd8, Yosys 0.63+post, stock flow scripts
make -C /OpenROAD-flow-scripts/flow DESIGN_CONFIG=/design/flow/config.mk WORK_HOME=/design/flow/orfs finish
==> impl_metrics.env <==
# physical design summary
export IMPL_worstMarginPinSlew_ps=492
export IMPL_synth_cell_types=18
export IMPL_postLayoutCoreUtil_pct=13.8
export IMPL_critPathRequiredTime_ps=5040
export IMPL_irDropWorstVdd_v=0.000163
export IMPL_final_hold_viol_count=0
export IMPL_warning_count=25
export IMPL_die_y_um=117
export IMPL_status="finished, final reports clean"
export IMPL_path_clk_slew_ps=90
export IMPL_r2r_end="counter[24]"
export IMPL_diodes=0
export IMPL_hpwlAfterDp_um=977
export IMPL_cts_root_buf="clkbuf_8"
export IMPL_critPathMaxStageDelay_ps=450
export IMPL_cts_setup_buffers=0
export IMPL_drtPass1Iterations=4
export IMPL_syn_inst=98
export IMPL_place_gp_congestion=0.740
export IMPL_io_pins=2
export IMPL_clock_sinks=27
export IMPL_setup_violations=0
export IMPL_rows=35
export IMPL_reg2reg_depth=5
export IMPL_fin_crit_sh_pct=40.1
export IMPL_critPathMaxFanout=4
export IMPL_drv_slew=0
export IMPL_postSynthSeqShare_pct=50.4
export IMPL_ys_ff=27
export IMPL_cpMaxStageDelayCell="clkdlybuf4s50_1"
export IMPL_crit_arrival_ps=1270
export IMPL_grt_pass1_wl_um=2700
export IMPL_power_density_nw_per_um2=211
export IMPL_fillers=1028
export IMPL_max_slew_margin_pct=66.9
export IMPL_cp_start_kind="register"
export IMPL_regMostFlops="counter"
export IMPL_clock_skew_ps=4.51
export IMPL_min_from="counter[0]"
export IMPL_drv_cap=0
export IMPL_fin_tns_setup_ps=0
export IMPL_power_leakage_nw=0.409
export IMPL_core_um2=9200
export IMPL_h_tree_depth=1
export IMPL_drc=0
export IMPL_mostFrequentLayoutCells="dfxtp_1 (27), xnor2_1 (20), nand4_1 (9)"
export IMPL_cts_tree="done"
export IMPL_initCoreUtil_pct=11.7
export IMPL_end_kind="primary output"
export IMPL_yosys_stat_area_um2=1070
export IMPL_hold_path_class="register to register"
export IMPL_syn_to_final_growth_pct=18.0
export IMPL_fmax_mhz=396
export IMPL_cts_resized=0
export IMPL_cts_path_max_buffers=2
export IMPL_ant_nets=0
export IMPL_layout_drive_gt1_share_pct=9.80
export IMPL_syn_area_per_cell_um2=10.9
export IMPL_numPortBuffers=1
export IMPL_ctsHoldBuffers=0
export IMPL_avgViaCountPerCell=3.03
export IMPL_die_x_um=117
export IMPL_rsz0062_at_grt="false"
export IMPL_mostFrequentLayoutCell="dfxtp_1"
export IMPL_grt_pass1_vias=621
export IMPL_top_regs="counter (27)"
export IMPL_logic_area_um2=514
export IMPL_fin_crit_ps=2530
export IMPL_detailedPlace_worstSlack_ps=4060
export IMPL_num_vias=645
export IMPL_globalRouteTotalUtil_pct=2.32
export IMPL_r2r_setup_slack_ps=4520
export IMPL_ys_cells=98
export IMPL_ys_warn_count=1
export IMPL_antenna_found_initial=0
export IMPL_largest_reg_flops=27
export IMPL_wl_per_cell_um=6.48
export IMPL_grt_max_degree=17
export IMPL_drt_iter0_drc=20
export IMPL_worstPathCellList="and3_1 -> clkdlybuf4s50_1"
export IMPL_drt_wl_total_um=1380
export IMPL_numCtsBuffers=3
export IMPL_chip_area_um2=13700
export IMPL_postLayoutSetupSlackWorst_ps=3770
export IMPL_syn_area_um2=1070
export IMPL_clk_latency_ps=270
export IMPL_endpoint="led"
export IMPL_crit_path_start="counter[24]"
export IMPL_critical_path_class="register to primary output"
export IMPL_timing_rr_start="counter[0]"
export IMPL_flop_area_um2=541
export IMPL_overflow=0
==> layer usage <==
layer	part of all wire, %	track usage [%]	routed length, um
met1	52	3.24	720
met2	42	3.41	574
met3	5.6	0.929	77
met4	0.58	0.247	8
met5	0	0	0
==> layout make-up <==
| class | instances | area share (%) |
|---|---|---|
| inverters | 3 | 0.989 |
| clock buffers | 3 | 3.26 |
| multi-input cells | 67 | 40.7 |
| clock inverters | 1 | 0.593 |
| well taps | 111 | 11.0 |
| repair buffers | 1 | 0.791 |
| flip-flops and latches | 27 | 42.7 |
==> power by group <==
group          leakage (nW)  internal, mW  switching (mW)
Sequential            0.217         0.170               0
Clock                0.0217        0.0448          0.0512
Combinational         0.170             0               0
Total                 0.409         0.215          0.0512
==> synth_stat cells <==
cell type   n  share of area (%)
and2_1      3                1.8
and3_1      3                1.8
and4_1      2                1.6
clkbuf_2    1               0.47
clkinv_2    1               0.47
dfxtp_1    27                 50
ha_1        1                1.2
inv_1       2               0.70
nand2_1     6                2.1
nand3_1     7                3.3
nand4_1     9                5.3
nand4_2     2                2.3
nand4_4     1                2.0
nor2_1      5                1.8
nor4_4      2                4.0
or2_1       1               0.58
xnor2_1    20                 16
xor2_1      5                4.1
==> critical path: cells and delay by family (launching register included) <==
| kind | cells | cell delay [ps] |
|---|---|---|
| DFF | 1 | 380 |
| and+or+nand+nor | 1 | 160 |
| buffers and inverters | 1 | 450 |
==> metrics by stage <==
| step | power [mW] | cell area (um2) | hold WS [ps] | std cells |
|---|---|---|---|---|
| 2_1_floorplan | 0.174 | 1070 | 404 | 98 |
| 3_3_place_gp | 0.174 | 1220 | 423 | 209 |
| 3_5_place_dp | 0.174 | 1220 | 422 | 209 |
| 4_1_cts | 0.272 | 1260 | 444 | 213 |
| 5_1_grt | 0.281 | 1260 | 458 | 213 |
| 6_report | 0.266 | 1260 | 438 | 213 |
==> cell families after synthesis <==
family,after synthesis,synth area share [%]
and+or+nand+nor,41,26.4
DFF,27,50.4
xor gates and xnor gates,25,20.4
buffers and inverters,4,1.63
adders and majority gates,1,1.17
==> worst min path at each step <==
stage / end / slack [ps] / depth (start not counted)
final: counter[0] / 440 / 1
after global routing: counter[0] / 460 / 1
after CTS: counter[0] / 440 / 1
Power and IR drop assume default switching activity.
