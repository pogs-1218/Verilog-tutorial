==> flow/design.v <==
module memory(
  input clk,
  input rstn,
  input wr,
  input sel,
  input [15:0] wdata,
  output [15:0] rdata
);
  reg [15:0] register;
  always @ (posedge clk) begin
    if (!rstn)
      register <= 0;
    else
      if(sel & wr) 
        register <= wdata;
      else 
        register <= register;
  end
  assign rdata = (sel & ~wr) ? register : 0;
endmodule
==> flow/run.sh <==
#!/bin/bash
# OpenROAD 26Q1-2900-gdf79404cd8, Yosys 0.63+post, stock flow scripts
make -C /OpenROAD-flow-scripts/flow DESIGN_CONFIG=/design/flow/config.mk WORK_HOME=/design/flow/orfs finish
==> flow/config.mk <==
export PLATFORM = sky130hd
export DESIGN_NAME = memory
export DESIGN_NICKNAME = memory
export VERILOG_FILES = /design/flow/design.v
export SDC_FILE = /design/flow/constraint.sdc
export NUM_CORES = 4
export LEC_CHECK = 1
export CORE_AREA = 10 10 84 84
export DIE_AREA = 0 0 94 94
==> flow/constraint.sdc <==
current_design memory

set clk_period 2.0
set clk_io_pct 0.2

create_clock -name clk0 -period $clk_period [get_ports {clk}]

set non_clock_inputs [all_inputs -no_clocks]
set_input_delay [expr $clk_period * $clk_io_pct] -clock clk0 $non_clock_inputs
set_output_delay [expr $clk_period * $clk_io_pct] -clock clk0 [all_outputs]
==> flow_summary.toml <==
# flow metrics
[global_route]
grt_max_degree = 33
grt_use_met2_pct = 8.35
grt_busiest_layer = "met2"
grt_use_total_pct = 5.71
antenna_found_initial = 0
groute.layer.met1.usage_pct = 7.70
grt_util_met3_pct = 2.99
global_route_wire_length_before_repair_mm = 3.91
first_global_vias = 717
grt.overflow.total = 0

[setup_path]
critical-path-slowest-cell = "clkdlybuf4s50_1"
worst_ep_required_time_ps = 1600
worst-setup-path-type = "in2out"
critical_path.n_buffers_inverters = 3
element_type_at_the_critical_path_start = "input pin"
regToRegSetupSlack_ps = 1390
cp_max_fo = 8
critical_path_cell_sequence = "clkdlybuf4s15_1 > nor2b_4 > buf_12 > and2_4 > clkdlybuf4s50_1"
worst-endpoint-arrival_ps = 1560
cp_top_family = "buffers and inverters"
cp_slowest_stage_delay_ps = 450
crit_path_end_kind = "output pin"

[clock_tree]
holdBufCountCts = 0
clock-sinks = 16
h-tree-depth = 1
cts_tree = "built"
clk_path_buf_depth = 2
clock.latency.late_pin_ps = 250
clock_edge_transition_at_the_registers_on_the_reported_setup_and_hold_paths_ps = 70
cts_root_buffer = "clkbuf_8"
cts_buffers = 3

[logic_synthesis]
top_area_cell = "dfxtp_1"
ys_warn_count = 1
synth.yosys.num_cells = 91
syn-instance-count = 91
chip_area_estimate_from_yosys_synthesis_sq_um = 791
post_synth_top_area_share_pct = 40.5
synthesis.area_per_instance_sq_um = 8.69
synthDistinctLibCells = 10
sequential_area_share_after_synthesis_pct = 40.5
synth.cell_area_sq_um = 791
yosys-top-cells-area = "dfxtp_1, and2_1, nand4_1"
synth_flop_count = 16

[sta]
worstMarginPinSlew_ps = 308
finalSetupTns_ps = 0
worst_clock_skew_ps = 0
final_hold_viol_count = 0
fin_crit_ps = 1960
fin_hold_ws_ps = 453
post-route-worst-setup-slack_ps = 42.2
finalCritPeriodShare_pct = 97.9
slew-limit-headroom_pct = 79.5
grt_setup_unrepaired = "false"
number_of_pins_exceeding_their_max_slew_limit_in_the_final_report = 0
setup_viol = 0
timing.fmax_mhz = 511

[layout]
top_regs = "register: 16 flops"
post_route_cells_drive_above_1_share_pct = 17.6
largest_register_ff_count = 16
final.fill_count = 576
mi_logic_area_sq_um = 403
register_area_sq_um = 320
area_growth_syn_to_layout_pct = 61.1
largest_register = "register"

[drt]
wl_per_cell_um = 13.1
drt_iter0_drc = 43
num_antenna_cells = 0
routed_via_density = 3.87
final_antenna_net_count = 0
route.final.wire_length_mm = 2.56
dr_total_vias = 754
drt-pass1-iter-count = 4
post-route-drc-count = 0

[power_and_ir_drop]
power_per_cell_area_nw_per_um2 = 554
p_leak_nw = 0.502
vdd_ir_drop_max_v = 0.000368

[die]
initial_utilization_pct = 15.2
die_width_um = 94
die-area_sq_um = 8840
rows = 26
floorplan.die.height_um = 94
top_level_ports = 36
coreArea_sq_um = 5200

[place]
dp.final_hpwl_mm = 1.79
place.gp.congestion = 0.681
place_ws_ps = -218
placement.io_buffers = 35

[outcome]
result_of_the_run = "complete, no violations"

[run]
warnings = 25
maxCapViolations = 0

[worst_hold_path]
min_path_type = "reg2reg"
## stage by stage
stage | cell area [sq um] | util [%] | instances | power (mW)
global placement | 1200 | 23.1 | 191 | 0.464
detailed placement | 1200 | 23.1 | 191 | 0.465
finish | 1270 | 24.5 | 195 | 0.706
floorplan | 791 | - | 91 | 0.402
CTS | 1270 | 24.4 | 195 | 0.721
global route | 1270 | 24.5 | 195 | 0.750
## power by group
group	switching (mW)	internal, mW
clock network	0.112	0.133
registers	0.00670	0.334
logic	0.0514	0.0679
## logic make-up (layout without fill, tap and decap cells)
| kind of cell | after synthesis | after routing | synth area share (%) |
|---|---|---|---|
| simple gates | 50 | 50 | 35.8 |
| buf+inv | 9 | 43 | 8.86 |
| flops | 16 | 16 | 40.5 |
| compound gates | 16 | 16 | 14.9 |
## what timing repair did
action / CTS / global route
cloned: 1 / 0
setup buffers: 0 / 0
resized: 11 / 2
setup endpoints to repair: 16 / 2
## worst register-to-register path, cell delays in order (launching register included)
cell and delay [ps]:
dfxtp_1 340, nand2_1 50, o21ai_0 150
## per-layer routing
layer / wire length, um / up-vias / share of wire, %
li1: - / 388 / -
met1: 1160 / 339 / 45
met2: 1120 / 25 / 44
met3: 279 / 2 / 11
met4: 8 / 0 / 0.31
met5: 0 / - / 0
## area by class of cell
| type | instances | share of cell area, % |
|---|---|---|
| timing repair buffer | 40 | 33.1 |
| multi-input combinational | 66 | 31.6 |
| sequential | 16 | 25.1 |
| tap | 70 | 6.88 |
| clock buffer | 3 | 3.24 |
## Yosys cell counts (all sizes together)
| master | number |
|---|---|
| o21ai | 16 |
| nor2b | 1 |
| nand2 | 16 |
| nand4 | 16 |
| buf | 9 |
| dfxtp | 16 |
| and2 | 17 |
## path summary, 6_finish.rpt
kind	start	to	cells after the start
setup / recovery	sel	rdata[5]	5
hold / removal	register[9]	register[9]	2
setup reg to reg	register[15]	register[15]	2
hold reg to reg	register[9]	register[9]	2
## cell usage in the layout (no fill, tap or decap)
cell | synthesis | routed
clkdlybuf4s50_1 | 0 | 27
nand2_1 | 16 | 16
nand4_1 | 16 | 16
dfxtp_1 | 16 | 16
and2_1 | 16 | 15
o21ai_2 | 10 | 10
o21ai_0 | 6 | 6
dlygate4sd2_1 | 0 | 4
clkbuf_8 | 0 | 3
buf_4 | 0 | 3
and2_4 | 1 | 2
dlymetal6s2s_1 | 0 | 2
nor2b_4 | 1 | 1
buf_16 | 0 | 1
clkdlybuf4s15_2 | 0 | 1
clkdlybuf4s15_1 | 0 | 1
buf_12 | 0 | 1
No activity file was given, so power comes from the tool's default toggle rates.
